===== /design/flow/config.mk =====
export PLATFORM = sky130hd
export DESIGN_NAME = MEM_WB_reg
export DESIGN_NICKNAME = MEM_WB_reg
export VERILOG_FILES = /design/flow/design.v
export SDC_FILE = /design/flow/constraint.sdc
export NUM_CORES = 4
export LEC_CHECK = 1
export CORE_UTILIZATION = 40

===== /design/flow/constraint.sdc =====
current_design MEM_WB_reg

set clk_period 1.0
set clk_io_pct 0.2

create_clock -name clk0 -period $clk_period [get_ports {clk}]

set non_clock_inputs [all_inputs -no_clocks]
set_input_delay [expr $clk_period * $clk_io_pct] -clock clk0 $non_clock_inputs
set_output_delay [expr $clk_period * $clk_io_pct] -clock clk0 [all_outputs]

===== /design/flow/design.v =====
module MEM_WB_reg(WB_out,Rw_out,ALUout_out,DataMem_out,WB_in,Rw_in,ALUout_in,DataMem_in,clk,reset);
output reg[1:0] WB_out;
output reg[4:0] Rw_out;
output reg[31:0] ALUout_out,DataMem_out;
input[1:0] WB_in;
input[4:0] Rw_in;
input[31:0] ALUout_in,DataMem_in;
input clk,reset;
always@(negedge clk)
begin
	if(!reset) begin
		WB_out<=2'b0;
		Rw_out<=5'b0;
		ALUout_out<=32'b0;
		DataMem_out<=32'b0;
	end
	else begin
		WB_out<=WB_in;
		Rw_out<=Rw_in;
		ALUout_out<=ALUout_in;
		DataMem_out<=DataMem_in;
	end
end
endmodule

===== /design/flow/run.sh =====
#!/bin/bash
# OpenROAD 26Q1-2900-gdf79404cd8, Yosys 0.63+post, stock flow scripts
make -C /OpenROAD-flow-scripts/flow DESIGN_CONFIG=/design/flow/config.mk WORK_HOME=/design/flow/orfs finish

==> qor.yml <==
clock_tree:
  clk_pin_slew_ps: 40
  ctsHtreeMaxLevel: 3
  cts_num_sinks: 71
  root_buffer: "clkbuf_8"
  cts_tree: "done"
  cts_max_path_buffers: 2
  cts_made_buffers: 9
timing:
  setup_viol: 93
  fin_ws_ps: -480
  tightest_slew_ps: 201
  hold_viol: 0
  slew_violations: 0
  tns_ps: -32390
  rsz0062_at_grt: "true"
  max-slew-margin-rel: 0.866
route:
  drt-initial-drc-count: 42
  wl_mm: 5.11
  dr_total_vias: 1764
  via_per_inst: 4.00
  drtAntennaViolNets: 0
  drc_errors: 0
  diodes: 0
  routedWlPerCell_um: 11.6
  first_pass_iters: 4
grt:
  grt_start_max_net_pins: 26
  grt_pass1_wl_mm: 7.55
  track_usage: 0.196
  grt_pass1_vias: 1817
  overflow: 0
  antenna_found_initial: 0
setup_path:
  critical-path-max-stage-delay_ps: 300
  worst-path-buf-inv: 1
  path_cells: "buf_2"
  endpoint_kind: "output port"
  crit_type: "reg2out"
  cp_top_family: "flip-flops"
  required_ps: 800
  worst_ep_arrival_time_ps: 1280
  critPathSlowestCell: "dfxtp_2"
  startpoint_type: "register"
  crit_fanout: 1
synthesis:
  synth_flops: 71
  synth_warnings: 1
  avgSynthCellArea_um2: 13.3
  yosysChipArea_mm2: 0.00199
  ys_types: 4
  ys_cells: 150
  syn_area_mm2: 0.00199
  synthCells: 150
  ys_seq_frac: 0.713
power:
  powerDensity_mw_per_mm2: 1890
  ir_drop_v: 0.00102
  p_leak_uw: 0.00212
die:
  die_y_um: 72.6
  die_w_um: 72.6
  fp_util: 0.419
  ios: 144
  rows: 25
  core_mm2: 0.00475
  chipArea_mm2: 0.00527
placed_design:
  gp_congestion: 0.786
  io_buffers: 143
  dp_hpwl_mm: 3.19
finish:
  fill_cells: 341
  final_core_util: 0.782
  layout_top_cells: "inv_1, buf_2, dfxtp_1"
  area_growth_pct: 86.4
  lay_top_count: "inv_1"
  drive_gt1_frac: 0.439
status:
  violations: "negative setup slack"
  status: "finished, violations left"
flow_run:
  drv_cap: 0
  log.warning_count: 100
hold_path:
  hold_path.class: "in2reg"
## state kept, by name (all words and copies together) (netlist names)
name and cells:
WB_out 2, ALUout_out 32, DataMem_out 32, Rw_out 5
## synth_stat cells
master	n	area (um^2)
and2_2	71	533
dfxtp_1	71	1420
clkbuf_2	7	35.0
inv_1	1	3.75
## through the flow
| stage | cells | power [uW] | hold slack (ps) | setup WS (ps) | instance area (um^2) |
|---|---|---|---|---|---|
| after floorplan | 150 | 3640 | 836 | -88.3 | 2050 |
| after global routing | 441 | 7610 | 543 | -530 | 3720 |
| after detailed placement | 355 | 4220 | 1300 | -704 | 3500 |
| final | 441 | 7040 | 553 | -480 | 3720 |
| after CTS | 441 | 7170 | 674 | -498 | 3660 |
| after global placement | 355 | 4210 | 1300 | -691 | 3500 |
## what timing repair did
| action | 4_1_cts | 5_1_grt |
|---|---|---|
| hold buffers | 0 | 0 |
| setup buffers | 0 | 0 |
| hold endpoints to repair | 0 | 0 |
| endpoints found under the setup margin | 142 | 103 |
| cloned | 2 | 0 |
| resized | 250 | 32 |
## path summary, 6_finish.rpt
| kind | start | end | slack (ps) | depth (start not counted) |
|---|---|---|---|---|
| worst max-delay path | ALUout_out[30]$_SDFF_NN0_ | ALUout_out[30] | -480 | 1 |
| worst min-delay path | DataMem_in[20] | DataMem_out[20]$_SDFF_NN0_ | 550 | 2 |
## power by group
part	switching [uW]	total (uW)	internal, uW
clock network	1650	3380	1730
logic	138	626	488
registers	29.4	3040	3010
total	1820	7040	5220
## cell type report
type / count / area, um^2 / share of cell area
clock buffers: 9 / 124 / 0.0333
multi-input cells: 71 / 582 / 0.157
well taps: 67 / 83.8 / 0.0226
clock inverters: 76 / 338 / 0.0909
repair buffers: 147 / 1160 / 0.312
flip-flops and latches: 71 / 1430 / 0.385
## logic make-up after synthesis
family,share of synthesized area
simple gates,0.267
flops,0.713
buf+inv,0.0195
## layer usage
| layer | track usage | part of all wire |
|---|---|---|
| met3 | 0.127 | 0.098 |
| met2 | 0.293 | 0.48 |
| met5 | 0 | 0 |
| met1 | 0.218 | 0.41 |
| met4 | 0.0959 | 0.014 |
Power figures rest on the tool's default switching activity, not on a simulated workload.
