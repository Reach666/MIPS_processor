--- flow/config.mk ---
export PLATFORM = sky130hd
export DESIGN_NAME = registers
export DESIGN_NICKNAME = registers
export VERILOG_FILES = /design/flow/design.v
export SDC_FILE = /design/flow/constraint.sdc
export NUM_CORES = 4
export LEC_CHECK = 1
export CORE_UTILIZATION = 40
--- flow/constraint.sdc ---
current_design registers

set clk_period 5.9
set clk_io_pct 0.2

create_clock -name clk0 -period $clk_period [get_ports {Clk}]

set non_clock_inputs [all_inputs -no_clocks]
set_input_delay [expr $clk_period * $clk_io_pct] -clock clk0 $non_clock_inputs
set_output_delay [expr $clk_period * $clk_io_pct] -clock clk0 [all_outputs]
--- flow/design.v ---
module registers(busA,busB,busW,Ra,Rb,Rw,RegWr,Clk);
  input [4:0] Ra,Rb,Rw;
  input [31:0]busW;
  input RegWr,Clk;
  output [31:0]busA,busB;
  reg [31:0]data[31:0];
  wire[31:0] busA,busB;
  assign busA = (Ra==5'b0)? 32'b0:data[Ra];
  assign busB = (Rb==5'b0)? 32'b0:data[Rb];
always@(posedge Clk)
begin
  if(RegWr)
    begin
      data[Rw] = busW;
    end
end
endmodule
--- flow/run.sh ---
#!/bin/bash
# OpenROAD 26Q1-2900-gdf79404cd8, Yosys 0.63+post, stock flow scripts
make -C /OpenROAD-flow-scripts/flow DESIGN_CONFIG=/design/flow/config.mk WORK_HOME=/design/flow/orfs finish
==> commit_impl_results.txt <==
Refresh implementation metrics

- The run finished with clean final reports.
- DPL Wire Length: 92100 µm
- Required arrival time at the worst endpoint: 4720 ps
- Post-synthesis, Yosys gives the total cell area as 46960 µm².
* Synthesized area: 46960 µm²
- Global-route wire length before repair: 211600 µm
- According to the floorplan report, the die height is 344.6 µm.
- Number of library cell types mapped by synthesis: 40
- STA classifies the critical path endpoint as an output port.
* Syn-to-layout area delta: 16.07%
- Overall routing resource usage recorded by global route was 0.2791.
* Number of clock buffers inserted by TritonCTS: 104
- Met3 demand-to-capacity share in global routing: 0.2505
- P per Cell Area: 300.5 nW/µm²
- The first detailed-routing pass ran for 5 iterations.
- Starting density of the core: 0.4036
- Proportion of synthesized chip area in sequential cells: 0.6548
- DR DRC count: 0
- Number of placement rows: 125
* CP startpoint kind: primary input
- Met1 Resource Use GR: 0.2981
- In the final layout, the share of cells above drive strength 1 is 0.3049.
* Async S/R FF share, synth: 0
- Width of the die: 344.6 µm
- The synthesized design contains 1024 register bits.
- Most Crowded Layer GR: met2
* Worst min-delay path category: primary input to flop
- The final report lists the setup-violating endpoint count as 0.
* Worst setup endpoint: busB[4]
* WL final: 148700 µm
* Vias per Instance: 6.370
* Setup TNS after final layout: 0 ps
* Count of synthesis-stage warnings from yosys: 1
- According to the timing report, the arrival time at the worst endpoint equals 4540 ps.
- Detailed-route iteration 0 reported a violation count of 1553.
- Entering global routing, the biggest net connects 69 pins.
- Across all checked pins, the minimum headroom to the slew limit is 0.3235.
* Met2 GRT Util: 0.4016
- The logs give a warning total of 26.
- Final critical-path required period: 5720 ps
- Clock slew seen by the registers of the worst setup and hold paths: 60 ps
- In this run, synthesis inferred 1024 flip-flops with an integrated enable.
* Final number of hold-violating endpoints: 0
* DP Cell Count: 4012
* Count of nets left with antenna violations after detail routing: 0
* Post-CTS Setup Repair Bufs: 0
* Flip-flop count of the largest register after layout: 1024
- For this design the static power due to leakage is 17.46 nW.
- Total die size: 118800 µm²
* Number of pins exceeding their max-slew limit in the final report: 0
- The worst setup path is of the primary input to output port kind.
- Setup repair after global routing missed its margin: false
- Crit-path max FO: 33
- Htree depth: 3
- A synthesized cell averages 19.57 µm².
- CTS placed an instance of clkbuf_16 at the clock tree root.
- CTS reports a maximum clock tree buffer depth of 3.
- I/O pin count: 113
- In the Yosys report the total cell count is 2400.
* F_max: 0.1748 GHz
- During placement, the flow inserted port buffers numbering 112.
- Dividing the detail-routed wire length by the instance count gives 35.38 µm.
* Timing startpoint of the critical path: Rb[3]
- The via count of the first global-routing pass came to 30230.
* Cells after synthesis: 2400
- Part of the cycle the worst path needs: 0.9696
- Gr ovfl total: 0
- The initial antenna violation count is 7.
* Global placer's final weighted congestion: 0.9135
* VDD IR-drop max: 0.2141 mV
* TritonCTS sink count: 1024
- According to the floorplan report, the placeable core area is 116400 µm².
- TritonCTS clock tree: built
* Slew at the pin closest to its max-slew limit: 1012 ps
- Max-Cap Viols: 0
- Detailed-route via count: 26770
* Most used DFF post-synth: edfxtp_1
- The finished layout holds 4202 standard cells, fillers aside.
-- through the flow --
stage                 util  worst slack [ps]  power [mW]  hold WS (ps)  cell area, µm²
floorplan                -              1972       9.052          1279           46960
global placement    0.4387            -133.7       9.786          2011           51050
detailed placement  0.4387            -114.4       9.809          2023           51050
CTS                 0.4683            0.9441       16.44          1300           54490
global route        0.4684             57.42       16.82          1331           54500
finish              0.4684             179.6       16.38          1318           54510
-- logic make-up (layout without fill, tap and decap cells) --
logic type | count (synthesis) | count (layout) | synth area share
flops | 1024 | 1024 | 0.6548
mux | 632 | 632 | 0.2486
compound gates | 331 | 331 | 0.05409
buf+inv | 226 | 499 | 0.02313
simple gates | 187 | 187 | 0.01940
other cells | 0 | 5 | 0
-- layout by cell type (no fill, tap or decap), drive strengths merged, types with 9 or more instances in the layout --
cell type      instances
clkinv                29
clkdlybuf4s50        105
a21oi                 46
and2                  13
a32o                   9
o221ai                31
mux2i                183
buf                  184
nand2                 65
nor4                   9
mux4                 425
nor3                  33
o22ai                 55
mux2                  24
a22o                  62
clkinvlp               9
nor2                  35
inv                   28
clkbuf               129
a221oi                23
bufinv                15
a211o                 23
a211oi                47
edfxtp              1024
a2111oi               31
-- cell usage after synthesis, types with 2 or more instances --
cell          n  area, µm²
mux2i_1     183       1832
a211o_1      23      201.4
nor2_1       35      131.4
inv_1        25      93.84
nor3_1       32      160.2
or3b_2        3      26.28
mux2_2        5      56.30
a22o_1       62      543.0
or3_1         2      12.51
nand2_1      65      244.0
o22ai_1      55      344.1
a211oi_1     47      352.8
nor2b_1       8      50.05
a221oi_1     23      201.4
buf_2        58      290.3
nor4_1        9      56.30
or3b_1        2      17.52
nand3b_1      7      52.55
a2111oi_0    31      271.5
mux2_1       19      214.0
a21oi_1      46      230.2
buf_1         7      26.28
nand2b_1      3      18.77
edfxtp_1   1024      30750
clkbuf_1    104      390.4
nand3_1       4      20.02
mux4_2      425       9572
o221ai_1     31      271.5
and2_1       13      81.33
a32o_1        9      90.09
buf_4        20      150.1
buf_6        12      135.1
-- worst min path at each step --
stage         startpoint     endpoint  cells past startpoint
CTS             busW[24]  data[4][24]                      2
global route    busW[24]  data[4][24]                      2
finish          busW[24]  data[4][24]                      2
-- final cells by class --
class,instances,area (µm²)
fill,9420,61850
sequential,1024,30750
multi-input combinational,1150,15420
timing repair buffer,289,2885
clock buffer,129,2739
tap,1524,1907
clock inverter,56,696.9
inverter,25,96.34
antenna,5,12.51
-- layer usage --
metal,vias to the layer above,share of wire
li1,10830,-
met1,13440,0.29
met2,2161,0.46
met3,326,0.20
met4,10,0.035
met5,-,0.0014
-- where the power goes --
part           switching [mW]  internal [mW]  total [mW]
sequential             0.0359           8.10        8.13
clock                    2.76           3.94        6.70
combinational           0.880          0.667        1.55
-- worst max-delay path, stage by stage --
cell	delay, ps
clkdlybuf4s50_1	790
or3b_2	630
buf_4	300
o22ai_1	240
a2111oi_0	100
nor3_2	530
buf_4	230
clkdlybuf4s50_1	460
-- timing repair --
item                       in CTS  in global routing
setup endpoints to repair       2                  1
hold buffers                    0                  0
resized                         2                  1
Power figures rest on the tool's default switching activity, not on a simulated workload.
