File: /design/flow/constraint.sdc
current_design memorys

set clk_period 78.2
set clk_io_pct 0.2

create_clock -name clk0 -period $clk_period [get_ports {Clk}]

set non_clock_inputs [all_inputs -no_clocks]
set_input_delay [expr $clk_period * $clk_io_pct] -clock clk0 $non_clock_inputs
set_output_delay [expr $clk_period * $clk_io_pct] -clock clk0 [all_outputs]
File: /design/flow/run.sh
#!/bin/bash
# OpenROAD 26Q1-2900-gdf79404cd8, Yosys 0.63+post, stock flow scripts
make -C /OpenROAD-flow-scripts/flow DESIGN_CONFIG=/design/flow/config.mk WORK_HOME=/design/flow/orfs finish
File: /design/flow/config.mk
export PLATFORM = sky130hd
export DESIGN_NAME = memorys
export DESIGN_NICKNAME = memorys
export VERILOG_FILES = /design/flow/design.v
export SDC_FILE = /design/flow/constraint.sdc
export NUM_CORES = 4
export LEC_CHECK = 1
export CORE_UTILIZATION = 40
File: /design/flow/design.v
module memorys(DataIn,WrEn,Adr,DataOut,Clk);
  input [31:0]DataIn;
  input [31:0]Adr;
  input WrEn;
  input Clk;
  output [31:0]DataOut;
  reg [31:0]data[127:0];
  wire [31:0]DataOut;
  always@(negedge Clk)
  begin
    if(WrEn)
      begin
        data[Adr] = DataIn;
      end
  end
  assign DataOut=data[Adr];
endmodule
==> impl_metrics.csv <==
group,metric,value,unit
status,outcome,"complete, no violations",
clock_network,clock-sinks,4096,
die,fp_util,40.27,%
detailed_routing,via_per_inst,5.612,
synthesis,ys_seq_share,78.32,%
hold_path,worstHoldStart,"Adr[5]",
worst_setup_path,cp_max_fo,1,
synthesis,synth_area_leader_cell,"edfxtp_1",
synthesis,syn_inst,9069,
timing,setup_ws,18650,ps
die,die_w,628.6,µm
detailed_routing,drc,0,
power,irDropWorstVdd,0.02541,mV
placement,port_buffers,72,
cells_and_area,drive_gt1_share,12.15,%
synthesis,ys_async_sr_fraction,0,%
clock_network,cts_resized,0,
synthesis,synth-edff-count,4096,
timing,worst_pin_slew,1261,ps
worst_setup_path,crit_arrival,43910,ps
global_route,grt_max_degree,81,
die,die_height,628.6,µm
clock_network,cts_hold_buf,0,
timing,hold_ws,32510,ps
detailed_routing,first_pass_iters,10,
synthesis,top_area_share,78.32,%
clock_network,htreeDepth,5,
worst_setup_path,worstSetupStartpointType,"register",
detailed_routing,drtIter0Drc,8450,
timing,finalSetupTns,0,ps
power,power_leakage,78.95,nW
synthesis,ys_cells,9069,
worst_setup_path,crit_path_end_kind,"output pin",
hold_path,min_to,"DataOut[21]",
clock_network,cts_buffers,429,
die,placement_rows,229,
placement,gp_congestion,0.9466,
timing,setup_violations,0,
global_route,grt_pass1_vias,118900,
synthesis,ys_area,157100,µm²
cells_and_area,area_growth,24.83,%
hold_path,holdPathStages,4,
placement,numPlacedInstances,14140,
timing,report.final.slew_viol_count,0,
synthesis,synth-seq-cells,4096,
worst_setup_path,critical_path_class,"reg -> out",
worst_setup_path,cp.required,62560,ps
detailed_routing,drtAntennaViolNets,0,
die,dieArea,395100,µm²
synthesis,ys_warn_count,1,
synthesis,syn_area,157100,µm²
timing,relSlewSlack,15.54,%
synthesis,ys.flop_type,"edfxtp_1",
global_route,antenna_found_initial,39,
timing,hold_violations,0,
global_route,grt-ovfl-total,0,
clock_network,cts_tree,"built",
global_route,grt_use_total,29.61,%
detailed_routing,dr_total_vias,106900,
placement,place_hpwl,305900,µm
detailed_routing,drt-wirelength-per-cell,28.30,µm
clock_network,clock_path_buffers,4,
global_route,grt_pass1_wl,755800,µm
power,power_density,28.79,nW/µm²
cells_and_area,final_cells,19050,
cells_and_area,largest_reg_flops,4096,
job,warning_count,1052,
clock_network,cts_root_buf,"clkbuf_16",
die,ios,98,
detailed_routing,totalWireLength,539200,µm
die,core,390000,µm²
synthesis,top_cells_by_area,"edfxtp_1 (78%), mux2i_1 (2.4%), a221oi_1 (2.3%)",
hold_path,hold_class,"in -> out",
timing,rsz0062_at_grt,"false",
job,cap_violations,0,
synthesis,syn_area_per_cell,17.32,µm²
synthesis,post_synth_num_cell_types,79,
clock_network,post_cts_buffers,0,
placement,place_ws,19060,ps
clock_network,clk_pin_slew,30,ps
final cells by class:
type                       count  area, µm²
antenna                       39      97.59
clock buffer                 431      10790
clock inverter              4444      19350
fill                       30250     193900
inverter                      20      95.09
multi-input combinational   4246      31680
sequential                  4096     123000
tap                         5197       6502
timing repair buffer         577       4541
cell families after synthesis:
family | synth area share [%]
AND-OR/OR-AND | 12.16
multiplexers | 4.441
flip-flops | 78.32
buffers and inverters | 2.251
AND/OR/NAND/NOR | 2.831
power breakdown:
| group | total, mW | internal, mW | switching, mW | leakage, nW |
|---|---|---|---|---|
| clock | 2.90 | 1.54 | 1.36 | 29.1 |
| sequential | 2.45 | 2.44 | 0.00185 | 36.8 |
| combinational | 0.293 | 0.0747 | 0.218 | 13.0 |
| total | 5.64 | 4.06 | 1.58 | 78.9 |
routing by layer:
metal,share of wire (%),track usage [%]
met1,28,26.34
met2,45,40.02
met3,20,29.47
met4,6.2,18.27
met5,0.48,5.072
worst max path at each step:
stage,slack [ps],cells after the start,start,end
4_1_cts,18790,8,data[86][20],DataOut[20]
5_1_grt,18520,8,data[84][20],DataOut[20]
6_report,18650,8,data[84][15],DataOut[15]
synthesized netlist by cell type (all sizes together), types with 12 or more instances:
master	number
nor3	56
nor2b	46
a211oi	27
edfxtp	4096
mux2	215
clkbuf	277
a21oi	467
o22a	25
nor4	16
nor2	314
a221oi	420
o31ai	35
nand3	63
o221ai	66
a22oi	355
o32ai	23
inv	21
a222oi	240
nand2	433
o21a	21
o311ai	14
and2	12
o21ai	361
mux2i	374
buf	429
a21bo	17
nand2b	12
a31oi	80
or4	18
a211o	28
a32o	12
mux4	35
o211ai	21
o32a	19
o22ai	133
a221o	102
a22o	74
through the flow:
step / util [%] / power (mW) / cell area (µm²)
after detailed placement: 42.52 / 3.064 / 165800
after CTS: 50.25 / 5.704 / 196000
after floorplan: - / 2.905 / 157100
after global routing: 50.26 / 5.975 / 196000
after global placement: 42.52 / 3.061 / 165800
final: 50.27 / 5.644 / 196100
worst max-delay path, stage by stage, from the launching register on:
cell,delay [ps]
edfxtp_1,340
mux2_2,260
a221o_1,290
a222oi_1,740
o22ai_1,560
nor4_1,870
o31ai_1,150
buf_4,220
clkdlybuf4s50_1,410
placed cells by master, fill, tap and decap left out, types with 25 or more instances in the layout:
cell type / netlist / layout
inv_1: 19 / 4205
edfxtp_1: 4096 / 4096
buf_4: 47 / 528
a21oi_1: 467 / 467
clkbuf_16: 0 / 431
nand2_1: 433 / 422
a221oi_1: 419 / 419
mux2i_1: 374 / 374
a22oi_1: 355 / 355
o21ai_0: 354 / 354
a222oi_1: 240 / 240
mux2_2: 209 / 209
nor2_1: 313 / 180
o22ai_1: 133 / 133
nor2_4: 0 / 130
clkinvlp_2: 0 / 117
a221o_1: 102 / 102
a31oi_1: 80 / 79
bufinv_16: 0 / 78
a22o_1: 74 / 74
o221ai_1: 66 / 66
nand3_1: 63 / 63
nor3_1: 56 / 53
diode_2: 0 / 39
nor2b_1: 45 / 38
mux4_2: 35 / 35
o31ai_1: 35 / 35
clkdlybuf4s50_1: 0 / 33
a211o_1: 28 / 28
inv_4: 0 / 26
o22a_1: 25 / 25
No activity file was given, so power comes from the tool's default toggle rates.
